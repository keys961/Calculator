<file path="/design/flow/config.mk">
export PLATFORM = sky130hd
export DESIGN_NAME = NumberGenerator
export DESIGN_NICKNAME = NumberGenerator
export VERILOG_FILES = /design/flow/design.v
export SDC_FILE = /design/flow/constraint.sdc
export NUM_CORES = 4
export LEC_CHECK = 1
export CORE_UTILIZATION = 40
</file>
<file path="/design/flow/constraint.sdc">
current_design NumberGenerator

set clk_period 2.4
set clk_io_pct 0.2

create_clock -name clk0 -period $clk_period [get_ports {clk}]

set non_clock_inputs [all_inputs -no_clocks]
set_input_delay [expr $clk_period * $clk_io_pct] -clock clk0 $non_clock_inputs
set_output_delay [expr $clk_period * $clk_io_pct] -clock clk0 [all_outputs]
</file>
<file path="/design/flow/design.v">
`timescale 1ns / 1ps
module NumberGenerator(clk, SW, numRam, num);
input wire clk;
input wire [7:0] SW;  
input wire [31:0] numRam;
output reg [31:0] num;
wire [3:0] numplus1;
wire [3:0] numplus10;
wire [3:0] numplus100;
wire [3:0] numplus1000;
wire EN;
reg [3:0] SW_D;  
reg EN_D;
initial
begin
	num <= 32'h1;
end
assign EN = ~SW[5] & ~SW[4] & SW[7] & SW[6];  
assign numplus1 = SW[4] == 0 ? num[3:0] + 1 : num[3:0];  
assign numplus10 = SW[4] == 0 ? num[7:4] + 1 : num[7:4];  
assign numplus100 = SW[4] == 0 ? num[11:8] + 1 : num[11:8];  
assign numplus1000 = SW[4] == 0 ? num[15:12] + 1 : num[15:12];  
always @ (posedge clk)
begin 
	SW_D[0] <= SW[0];  
	SW_D[1] <= SW[1];
	SW_D[2] <= SW[2];
	SW_D[3] <= SW[3];
	EN_D <= EN;
	if(SW_D[0] == 1'b0 && SW[0] == 1'b1)  
		num[3:0] <= numplus1;
	else if(SW_D[1] == 1'b0 && SW[1] == 1'b1)  
		num[7:4] <= numplus10;
	else if(SW_D[2] == 1'b0 && SW[2] == 1'b1)  
		num[11:8] <= numplus100; 
	else if(SW_D[3] == 1'b0 && SW[3] == 1'b1)  
		num[15:12] <= numplus1000;
	else if(EN == 1'b1 && EN_D == 1'b0)  
		num <= numRam;
end
endmodule
</file>
<file path="/design/flow/run.sh">
#!/bin/bash
# OpenROAD 26Q1-2900-gdf79404cd8, Yosys 0.63+post, stock flow scripts
make -C /OpenROAD-flow-scripts/flow DESIGN_CONFIG=/design/flow/config.mk WORK_HOME=/design/flow/orfs finish
</file>
==> flow_metrics.rpt <==
PHYSICAL IMPLEMENTATION REPORT
----------------------------------------------------
[Outcome]
  Run status ........................ finished, final reports clean

[Logic synthesis]
  Cells taking the most area after synthesis ........................ sky130_fd_sc_hd__edfxtp_1, sky130_fd_sc_hd__dfxtp_1, sky130_fd_sc_hd__o21ai_0, sky130_fd_sc_hd__ha_1, sky130_fd_sc_hd__mux2_2
  Cells after synthesis ........................ 101
  Asr flop ratio synth ........................ 0%
  FF+latch count, synth ........................ 37
  Yosys synthesis chip area ........................ 1490 um^2
  Synthesized area per cell ........................ 14.7 um^2
  Count of flip-flops with a built-in enable after synthesis ........................ 32
  Cell total in the yosys stat output ........................ 101
  Summed instance area of the synthesized netlist ........................ 1490 um^2
  Synth area leader ........................ sky130_fd_sc_hd__edfxtp_1
  Share of the synthesized area in the top cell type ........................ 64.6%
  Count of synthesis-stage warnings from yosys ........................ 1
  Most common flop cell mapped by yosys ........................ sky130_fd_sc_hd__edfxtp_1
  Sequential fraction of the synthesis area ........................ 71.3%
  Count of distinct cell types in the synthesized netlist ........................ 23

[Clock network]
  H-Tree Depth ........................ 2
  Setup fix buffers added after clock tree synthesis ........................ 0
  Cts-stage hold buffer count ........................ 0
  Post-cts repair resize count ........................ 0
  Clock transition at the register clock pins on the worst setup and hold paths after CTS ........................ 60 ps
  Total CTS buffers ........................ 5
  Clock tree from TritonCTS ........................ yes
  Skew-Pair Late Insertion Delay ........................ 280 ps
  Max clock buf depth ........................ 2
  Clock Tree Root ........................ sky130_fd_sc_hd__clkbuf_8
  Clock sink count ........................ 37

[Job]
  Tool Warnings ........................ 26
  Number of maximum-capacitance constraint violations ........................ 0

[Final layout]
  Footprint of the flip-flops and latches ........................ 1060 um^2
  Most numerous logic cell after layout ........................ sky130_fd_sc_hd__clkdlybuf4s50_1
  Share of post-route cells with drive strength above 1 ........................ 8.84%
  Util after Layout ........................ 69.1%
  Layout area overhead ........................ 60.0%
  Most frequent cells in the layout ........................ sky130_fd_sc_hd__clkdlybuf4s50_1, sky130_fd_sc_hd__edfxtp_1, sky130_fd_sc_hd__nand2_1, sky130_fd_sc_hd__o21ai_0, sky130_fd_sc_hd__nand3_1
  Fillers ........................ 245
  Area of combinational cells with multiple inputs ........................ 400 um^2

[Worst setup path]
  Cells along the critical path ........................ clkdlybuf4s50_1 -> and4bb_2 -> nand3b_4 -> a21oi_1
  Critical setup path kind ........................ input port to flip-flop
  Slowest stage cell on the critical path ........................ sky130_fd_sc_hd__clkdlybuf4s50_1
  Endpoint type of the worst setup path ........................ flip-flop
  Crit path max fanout ........................ 5
  Largest stage delay on the critical path ........................ 480 ps
  Worst Setup Start Kind ........................ input port
  Crit path DAT ........................ 1830 ps
  Data required time at the worst endpoint ........................ 2330 ps

[Power]
  Worst VDD drop ........................ 0.504 mV
  Leakage power summed over all cells ........................ 0.858 nW
  Cell Pwr Density ........................ 574 nW/um^2
  Design Power ........................ 0.00137 W

[Floorplan]
  Floorplan die area ........................ 3970 um^2
  Number of top-level pins ........................ 73
  Die Span X ........................ 63.0 um
  Floorplan row count ........................ 21
  Initial standard-cell utilization of the core ........................ 43.2%
  Die Height ........................ 63.0 um
  Core footprint ........................ 3440 um^2

[Place]
  Global placement routability congestion ........................ 0.777
  HPWL reported at the end of detailed placement ........................ 2220 um
  Number of buffers inserted by port buffering ........................ 72

[Detailed routing]
  Antenna diode instance count ........................ 0
  Wire length on met3 ........................ 264 um
  TritonRoute pass-1 iters ........................ 3
  Met2 routed wirelength ........................ 1230 um
  Number of vias in the routed layout ........................ 1,040
  Count of routing violations after the opening detailed-route iteration ........................ 22
  Wirelength, routed ........................ 2830 um
  Routed metal-1 wirelength ........................ 1280 um
  Post-detailed-route DRC marker count ........................ 0
  Avg Vias per Cell ........................ 4.58
  Uppermost signal routing layer after detailed routing ........................ met4
  Count of nets left with antenna violations after detail routing ........................ 0
  Wirelength per Cell ........................ 12.4 um

[Timing]
  Total negative setup slack ........................ 0 ps
  Worst Skew ........................ 3.43 ps
  Minimum clock period after layout ........................ 1900 ps
  Maximum frequency from static timing analysis ........................ 0.528 GHz
  Setup Viol. Count Final ........................ 0
  Final Slew Violations ........................ 0
  Tcrit/Tclk final ........................ 79.0%
  RSZ-0062 raised after global routing ........................ false
  Slew at the pin with the worst max-slew slack ........................ 424 ps
  Worst-case headroom to the max-slew limit ........................ 71.7%
  Final Hold Vio Count ........................ 0
  Final worst hold slack ........................ 662 ps

[GRT]
  First-pass GRT wire length ........................ 4730 um
  Vias in the first global route ........................ 1,053
  Global route total overflow ........................ 0
  Number of antenna violations at the first check in global routing ........................ 0
  Largest net degree at the start of global routing ........................ 17
  Overall Global Routing Usage ........................ 16.5%

[Worst hold path]
  Type of the tightest min-delay check ........................ flip-flop to flip-flop

----------------------------------------------------
Yosys cell counts (2+ instances only):
cell                        n
sky130_fd_sc_hd__buf_2      2
sky130_fd_sc_hd__dfxtp_1    5
sky130_fd_sc_hd__edfxtp_1  32
sky130_fd_sc_hd__ha_1       4
sky130_fd_sc_hd__mux2_2     4
sky130_fd_sc_hd__nand2_1   12
sky130_fd_sc_hd__nand2b_1   4
sky130_fd_sc_hd__nand3_1    6
sky130_fd_sc_hd__o21ai_0   12
sky130_fd_sc_hd__xnor2_1    4
sky130_fd_sc_hd__xor2_1     4
critical path, delay by kind of cell:
kind / cells / cell delay (ps)
buffers and inverters: 1 / 480
and+or+nand+nor: 2 / 480
AOI/OAI and AO/OA: 1 / 380
metal layers:
layer,track usage [%],vias to the layer above
met4,2.03,0
li1,-,525
met3,7.41,5
met5,0,-
met1,27.2,465
met2,22.8,45
per-stage QoR:
step / setup slack, ps / area [um^2] / instances
detailed placement: 218 / 2270 / 219
finish: 505 / 2380 / 227
floorplan: 395 / 1490 / 101
global route: 421 / 2380 / 227
global placement: 281 / 2270 / 219
CTS: 487 / 2380 / 227
worst paths after layout:
path | slack [ps] | cells after the start | start | to
worst max-delay path | 500 | 4 | SW[4] | num[15]
worst min-delay path | 660 | 1 | num[4] | num[4]
worst min register to register | 660 | 1 | num[4] | num[4]
worst max register to register | 830 | 3 | SW_D[3] | num[15]
where the power goes:
part	switching [W]	internal [W]	leakage (nW)	total [W]
Combinational	0.0000413	0.0000975	0.472	0.000139
Clock	0.000193	0.000306	0.0528	0.000499
Sequential	0.00000856	0.000719	0.333	0.000727
Total	0.000242	0.00112	0.858	0.00137
state kept, by name, indices dropped and copies added (netlist names):
name and count:
EN_D 1, num 32, SW_D 4
kinds of logic after synthesis:
| family | after synthesis | share of synthesized area, % |
|---|---|---|
| AOI/OAI and AO/OA | 16 | 5.72 |
| xor gates and xnor gates | 8 | 4.71 |
| adders and majority gates | 4 | 3.36 |
| buffers and inverters | 5 | 1.77 |
| DFF | 37 | 71.3 |
| muxes | 4 | 3.03 |
| and+or+nand+nor | 27 | 10.1 |
final cells by class:
type	count	area share [%]
clock buffer	6	3.05
clock inverter	2	1.42
inverter	1	0.158
multi-input combinational	59	16.8
sequential	37	44.6
tap	46	2.42
timing repair buffer	76	31.5
Power is estimated from default activity; no workload was simulated.
